**flow/design.v**
```verilog
module traffic_fsm (
    input  logic clk,
    input  logic reset,
    output logic [2:0] lights  
);
    typedef enum logic [1:0] {
        GREEN  = 2'b00,
        YELLOW = 2'b01,
        RED    = 2'b10
    } state_t;
    state_t current_state, next_state;
    logic [3:0] timer;
    always_ff @(posedge clk or posedge reset) begin
        if (reset) begin
            current_state <= RED;
            timer <= 0;
        end else begin
            if (timer == 4'd10) begin 
                current_state <= next_state;
                timer <= 0;
            end else begin
                timer <= timer + 1;
            end
        end
    end
    always_comb begin
        case (current_state)
            GREEN:  next_state = YELLOW;
            YELLOW: next_state = RED;
            RED:    next_state = GREEN;
            default: next_state = RED;
        endcase
    end
    always_comb begin
        case (current_state)
            GREEN:  lights = 3'b001;  
            YELLOW: lights = 3'b010;  
            RED:    lights = 3'b100;  
            default: lights = 3'b100;
        endcase
    end
endmodule
```
**flow/run.sh**
```bash
#!/bin/bash
# OpenROAD 26Q1-2900-gdf79404cd8, Yosys 0.63+post, stock flow scripts
make -C /OpenROAD-flow-scripts/flow DESIGN_CONFIG=/design/flow/config.mk WORK_HOME=/design/flow/orfs finish
```
**flow/config.mk**
```make
export PLATFORM = sky130hd
export DESIGN_NAME = traffic_fsm
export DESIGN_NICKNAME = traffic_fsm
export VERILOG_FILES = /design/flow/design.v
export SDC_FILE = /design/flow/constraint.sdc
export NUM_CORES = 4
export LEC_CHECK = 1
export CORE_AREA = 10 10 70 70
export DIE_AREA = 0 0 80 80
```
**flow/constraint.sdc**
```tcl
current_design traffic_fsm

set clk_period 2.5
set clk_io_pct 0.2

create_clock -name clk0 -period $clk_period [get_ports {clk}]

set non_clock_inputs [all_inputs -no_clocks]
set_input_delay [expr $clk_period * $clk_io_pct] -clock clk0 $non_clock_inputs
set_output_delay [expr $clk_period * $clk_io_pct] -clock clk0 [all_outputs]
```
==> out/results.ini <==
[floorplanning]
initial_core_util_pct = 9.27
core_sq_um = 3420
die_h_um = 80
die_w_um = 80
die_area_sq_um = 6400
rows = 21
ios = 5

[global_routing]
grt_pass1_vias = 211
grt_pass1_wl_um = 945
use_met2_pct = 2.41
overflow = 0
gr-usage-all-layers_pct = 1.95
use_met3_pct = 2.39
grt_max_degree = 8
busiest_layer = met2
antenna_found_initial = 0
grtUsageMet1_pct = 2.08

[logic_synthesis]
synthesis.instances = 26
syn_area_sq_um = 317
postSynthSeqShare_pct = 55.7
top_area_cell = dfrtp_1
ys_cells = 26
synth.top_cell.area_share_pct = 47.4
synth.avg_cell_area_sq_um = 12.2
synth_cell_types = 16
ys_ff = 7
yosysChipArea_sq_um = 317
topCellsByArea = dfrtp_1, mux2_1, dfstp_2
yosys_warnings = 1

[layout]
fillers = 402
mi_logic_area_sq_um = 125
syn2layout_area_growth_pct = 36.8
finalInstanceArea_sq_um = 433
layout-drive-gt1-share_pct = 18.8
regArea_sq_um = 176

[clock_network]
htreeDepth = 1
cts_resized = 0
clk-insertion-delay-late_ns = 0.25
cts_hold_buffers = 0
numCtsBuffers = 3
path_clk_slew_ns = 0.05
clock_path_buffers = 2
cts-root-buf = clkbuf_4
cts_tree = yes
postCtsSetupBuffers = 0
cts.sinks = 7

[worst_hold_path]
hold_path.class = in -> async

[pwr]
p_sw_uw = 40.9
p_leak_nw = 0.191
switching_share_pct = 18.9
p_int_uw = 176
power.density_nw_per_um2 = 501
peakVddDrop_mv = 0.162
p_seq_share_pct = 52.4
power.total_uw = 217
clkPwrFrac_pct = 45.9
power.share.combinational_pct = 1.7

[critical_path]
crit_arrival_ns = 1.21
crit_path_max_fanout = 4
path_class = reg -> out
cp-start-kind = flip-flop
end_kind = output port
reg2reg_depth = 3
crit_required_ns = 2.00

[drt]
drt_iter0_markers = 2
insertedDiodeCount = 0
ant_nets = 0
viasPerCell = 2.59
first_pass_iters = 3
wl_um = 511
drc = 0
vias = 202
wl_per_cell_um = 6.55

[timing]
period_used_pct = 68.5
period_needed_ns = 1.71
worstMarginPinSlew_ns = 0.255
grt_setup_unrepaired = no
tns_ns = 0
slew_violations = 0
finalSetupViolCount = 0
final-hold-violation-count = 0
fmax_ghz = 0.584
hold_ws_ns = 0.481
worst_slack_ns = 0.788
slew_headroom_pct = 83.0
skew_ns = 0.00131

[place]
post-place-ws_ns = 1.04
portBuffers = 4
dp_hpwl_um = 406
place.gp.congestion = 0.673
placed_area_sq_um = 407

[job]
maxCapViolations = 0
openroad.warnings = 25

[outcome]
status = finished, final reports clean

==> layer usage <==
layer / wire [um] / up-vias / share of wire, %
li1: - / 100 / -
met1: 227 / 94 / 44
met2: 176 / 8 / 34
met3: 107 / 0 / 21
met4: 0 / 0 / 0
met5: 0 / - / 0
==> power groups by stage <==
stage	registers (mW)	logic (mW)	clock network, mW
final	0.114	0.00365	0.0994
after CTS	0.114	0.00379	0.102
after global routing	0.113	0.00440	0.116
==> layout make-up <==
cell class,count,share of cell area (%)
clock buffers,4,6.07
inverters,2,1.73
multi-input cells,15,28.9
flip-flops and latches,7,40.8
well taps,46,13.3
repair buffers,4,9.25
==> worst paths after layout <==
path                       startpoint         to  slack (ns)
hold / removal                  reset   timer[3]        0.48
setup / recovery            flip-flop  lights[2]        0.79
min in group clk0            timer[0]   timer[0]        0.52
hold reg to reg              timer[0]   timer[0]        0.52
max in group asynchronous       reset  async pin        1.76
setup reg to reg             timer[0]  flip-flop        1.19
==> cell usage in the layout (no fill, tap or decap), drive strengths merged <==
cell           synthesis  layout
a21oi                  1       1
a221o                  1       1
clkbuf                 2       4
clkdlybuf4s50          0       4
dfrtp                  6       6
dfstp                  1       1
inv                    2       2
mux2                   3       3
nand2                  1       1
nand2b                 2       2
nor2                   1       1
nor2b                  1       1
nor3                   1       1
nor3b                  1       1
o21ai                  2       2
xnor2                  1       1
==> critical path, cell delays in order (launching register included) <==
cell             delay (ns)
dfrtp_1                0.40
nor2_1                 0.10
clkdlybuf4s50_1        0.47
==> cells by family (layout without fill, tap and decap cells) <==
family	after synthesis	count (layout)	share of synthesized area [%]
compound gates	4	4	7.90
xor+xnor	1	1	2.77
buf+inv	4	10	4.74
flops	7	7	55.7
mux	3	3	10.7
simple gates	7	7	18.2
==> stage by stage <==
step           instances  util (%)
2_1_floorplan         26         -
3_3_place_gp          74      11.9
3_5_place_dp          74      11.9
4_1_cts               78      12.7
5_1_grt               78      12.7
6_report              78      12.7
==> cells in the mapped netlist <==
cell type,instances
a21oi_1,1
a221o_1,1
clkbuf_1,2
dfrtp_1,6
dfstp_2,1
inv_1,2
mux2_1,3
nand2_1,1
nand2b_1,1
nand2b_4,1
nor2_1,1
nor2b_1,1
nor3_1,1
nor3b_4,1
o21ai_0,2
xnor2_1,1
Power and IR drop assume default switching activity.
