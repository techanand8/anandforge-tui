<file path="design/flow/design.v">
module counter (
    input clk,               
    input reset,             
    input load,              
    input [3:0] load_data,   
    output reg [3:0] count   
);
    always @(posedge clk or posedge reset) begin
        if (reset) begin
            count <= 4'b0000;       
        end else if (load) begin
            count <= load_data;     
        end else begin
            count <= count + 1;     
        end
    end
endmodule
</file>
<file path="design/flow/run.sh">
#!/bin/bash
# OpenROAD 26Q1-2900-gdf79404cd8, Yosys 0.63+post, stock flow scripts
make -C /OpenROAD-flow-scripts/flow DESIGN_CONFIG=/design/flow/config.mk WORK_HOME=/design/flow/orfs finish
</file>
<file path="design/flow/config.mk">
export PLATFORM = sky130hd
export DESIGN_NAME = counter
export DESIGN_NICKNAME = counter
export VERILOG_FILES = /design/flow/design.v
export SDC_FILE = /design/flow/constraint.sdc
export NUM_CORES = 4
export LEC_CHECK = 1
export CORE_AREA = 10 10 70 70
export DIE_AREA = 0 0 80 80
</file>
<file path="design/flow/constraint.sdc">
current_design counter

set clk_period 1.1
set clk_io_pct 0.2

create_clock -name clk0 -period $clk_period [get_ports {clk}]

set non_clock_inputs [all_inputs -no_clocks]
set_input_delay [expr $clk_period * $clk_io_pct] -clock clk0 $non_clock_inputs
set_output_delay [expr $clk_period * $clk_io_pct] -clock clk0 [all_outputs]
</file>
==> ds_physical_params.txt <==
Physical implementation characteristics

Parameter                              Value

Detailed routing
  Routed WL per cell    8.20 um
  Remaining routing DRC violations    0
  Routed wire length    656 um
  # diodes    0
  Met2 Wirelength    129 um
  First-pass DRT Iterations    3
  Top sig layer    met4
  Iteration-0 DRC Markers    4
  DR vias/cell    2.26
  Length of routed met3 wiring    112 um
  Length of routed wiring on met1    approximately 390 um
  DR vias    181
  Number of nets still failing antenna checks after routing    0

Critical path
  Critical path endpoint category    flip-flop
  Worst path required time    1220 ps
  Critical path buffers and inverters    1
  Cell family with most CP delay    flip-flops
  Max FO, Critical Path    2
  Stage delay of the slowest cell on the critical path    370 ps
  Cell-by-cell listing of the critical path    buf_4 -> ha_4 -> mux2_2
  WP data arrival    1200 ps
  Slowest CP cell    sky130_fd_sc_hd__dfrtp_1
  Path type of the worst setup path    flip-flop to flip-flop
  Startpoint type of the worst setup path    flip-flop

Power
  Comb pwr share    29.3%
  Share of power burned in registers    35.0%
  Cell-internal power    between 300 and 400 uW
  Pleak    0.000161 uW
  Clk pwr share    35.7%
  Net Switching    between 100 and 150 uW
  Total design power    approximately 530 uW
  Switching portion of total power    25.0%
  Maximum VDD drop    0.000593 V
  Power density over the cells    1310 nW/um2

Placed design
  Port Buf Inserts    10
  Sum of net half-perimeters after detailed placement    503 um
  Weighted congestion at the end of routability-driven global placement    0.726

Final layout
  Proportion of layout cells with a drive suffix above 1    a little over a third
  Final core area utilization    11.9%
  Layout area overhead    130%
  Largest registers ranked by flip-flop count    count x4
  Flip-flop count of the largest register after layout    4
  Register with the most flip-flops    count

Synthesis
  Post-Synthesis Cells    16
  Post-synth EDFFs    0
  Top cell type by instance count after synthesis    sky130_fd_sc_hd__dfrtp_1
  Yosys warns    1
  Flip-flop and latch count after synthesis    4
  Proportion of register bits with asynchronous set or reset after synthesis    around 100%
  Top cell types by occurrence after synthesis    sky130_fd_sc_hd__dfrtp_1, sky130_fd_sc_hd__nand2_1, sky130_fd_sc_hd__o21ai_0
  Total standard cell area after synthesis    176 um2
  Top-area cell share    56.7%
  Average size of a mapped cell    around 11 um2
  Top cell type by total area after synthesis    sky130_fd_sc_hd__dfrtp_1
  Yosys synthesis chip area    176 um2
  Portion of the post-synthesis area used by sequential elements    roughly 57%
  Top cells by area    sky130_fd_sc_hd__dfrtp_1, sky130_fd_sc_hd__ha_1, sky130_fd_sc_hd__mux2_2
  Cell count listed in synth_stat.txt    16
  Count of cell types in the netlist    10
  Most used flip-flop cell    sky130_fd_sc_hd__dfrtp_1

Run
  Count of maximum capacitance violations    0
  Tool Warnings    26

GRT
  Largest net degree at the start of global routing    7
  Number of antenna violations at the first check in global routing    0
  Wire length of the first global-routing pass    1150 um
  Leftover overflow at the end of global routing    0
  Via count of the first global-routing pass    roughly 220
  Global router's overall resource usage    under 10%

Final timing
  Achievable frequency    ~900 MHz
  Clock skew after layout    0.598 ps
  RSZ-0062 raised after global routing    no
  Count of endpoints failing setup in the final report    0
  Slew margin rel.    86.5%
  Final max-slew violation count    0
  Least-Margin Pin Slew    202 ps
  Final critical-path required period    between 1000 and 1500 ps
  Total Negative Setup Slacks    0 ps
  Number of endpoints with negative hold slack in the final report    0
  Final-layout worst hold slack    159 ps
  Post-route clock period utilization    98.1%

Clock tree
  Max clock buf depth    2
  Number of sinks driven by the clock tree    4
  CTS clock-pin slew for the worst setup and hold paths    40 ps
  TritonCTS clock tree    yes
  Total clock buffers created by CTS    3
  Post-CTS Hold Fix Bufs    0
  CTS Root Cell    sky130_fd_sc_hd__clkbuf_4
  Clock latency at the later pin of the worst-skew pair    240 ps
  Number of H-tree levels    1

Floorplan
  Fraction of the core area occupied by cells at floorplan    5.16%
  Die width    about 80 um
  Overall die height    approximately 80 um
  Floorplan row count    21
  Num ports    11
  Full die area    6400 um2
  Placeable core area    3420 um2

Hold path
  Class of the most critical hold timing path    primary input to asynchronous set/reset pin

Run status
  Status    finished clean
[kinds of logic after synthesis]
| logic type | synth area share, % |
|---|---|
| XOR/XNOR | 9.93 |
| buffers and inverters | 2.13 |
| flip-flops | 56.7 |
| AND/OR/NAND/NOR | 9.22 |
| adder cells (fa/ha/maj) | 7.09 |
| AND-OR/OR-AND | 8.51 |
| multiplexers | 6.38 |
[final timing paths]
| path | from | cells past startpoint | end | slack (ps) |
|---|---|---|---|---|
| worst min-delay path | reset | 2 | count[2] | 160 |
| min in group clk0 | load_data[2] | 3 | count[2] | 560 |
| max in group asynchronous | reset | 2 | count[1] | 800 |
| worst max register to register | count[1] | 3 | count[1] | 20 |
| worst min register to register | count[0] | 1 | count[0] | 590 |
| worst max-delay path | count[1] | 3 | count[1] | 20 |
[per-stage QoR]
stage          setup slack, ps  cell area (um2)  std cells
2_1_floorplan             87.0              176         16
4_1_cts                  -29.9              392         80
6_report                  21.3              407         80
3_5_place_dp             -53.3              357         75
5_1_grt                 0.0724              407         80
3_3_place_gp             -48.6              357         75
[layer usage]
layer | track usage [%] | vias up
met5 | 0 | -
li1 | - | 91
met3 | 2.16 | 5
met4 | 0.704 | 0
met1 | 3.74 | 71
met2 | 2.09 | 14
[timing repair]
item,4_1_cts,5_1_grt
resized,6,5
pin swaps,0,1
setup endpoints to repair,4,5
setup buffers,2,0
[cell type report]
| class | instances | area [um2] |
|---|---|---|
| inverter | 1 | 3.75 |
| timing repair buffer | 15 | 133 |
| clock buffer | 3 | 22.5 |
| tap | 46 | 57.6 |
| multi-input combinational | 11 | 90.1 |
| fill | 399 | 3010 |
| sequential | 4 | 100 |
[placed cells by master (no fill, tap or decap)]
cell and instances:
sky130_fd_sc_hd__buf_4 5, sky130_fd_sc_hd__ha_4 1, sky130_fd_sc_hd__clkdlybuf4s15_1 3, sky130_fd_sc_hd__nand3_2 1, sky130_fd_sc_hd__inv_1 1, sky130_fd_sc_hd__o21ai_0 2, sky130_fd_sc_hd__clkdlybuf4s50_1 6, sky130_fd_sc_hd__xnor2_1 1
sky130_fd_sc_hd__nand2_1 3, sky130_fd_sc_hd__clkbuf_4 3, sky130_fd_sc_hd__clkbuf_2 1, sky130_fd_sc_hd__dfrtp_1 4, sky130_fd_sc_hd__xor2_1 1, sky130_fd_sc_hd__mux2_2 1, sky130_fd_sc_hd__o21ai_1 1
[power by group through the flow]
stage / combinational [uW] / clock [uW] / sequential (uW)
5_1_grt: 181 / 210 / 189
4_1_cts: 146 / 194 / 182
6_report: 156 / 190 / 186
Power figures rest on the tool's default switching activity, not on a simulated workload.
