===== /design/flow/config.mk =====
export PLATFORM = sky130hd
export DESIGN_NAME = alu
export DESIGN_NICKNAME = alu
export VERILOG_FILES = /design/flow/design.v
export SDC_FILE = /design/flow/constraint.sdc
export NUM_CORES = 4
export LEC_CHECK = 1
export CORE_AREA = 10 10 108 108
export DIE_AREA = 0 0 118 118

===== /design/flow/constraint.sdc =====
current_design alu

set clk_period 7.0
set clk_io_pct 0.2

create_clock -name clk0 -period $clk_period

set non_clock_inputs [all_inputs -no_clocks]
set_input_delay [expr $clk_period * $clk_io_pct] -clock clk0 $non_clock_inputs
set_output_delay [expr $clk_period * $clk_io_pct] -clock clk0 [all_outputs]

===== /design/flow/design.v =====
module alu (
    input  [3:0] A, B,       
    input  [2:0] ALU_Sel,    
    output reg [7:0] ALU_Out,  
    output CarryOut          
);
    always @(*) begin
        case(ALU_Sel)
            3'b000: ALU_Out = A + B;         
            3'b001: ALU_Out = A - B;         
            3'b010: ALU_Out = A * B;         
            3'b011: ALU_Out = A / B;         
            3'b100: ALU_Out = A & B;         
            3'b101: ALU_Out = A | B;         
            3'b110: ALU_Out = ~(A & B);      
            3'b111: ALU_Out = A ^ B;         
            default: ALU_Out = A + B;
        endcase
    end
    assign CarryOut = (ALU_Sel == 3'b000) ? (A + B > 15) : 1'b0;
endmodule

===== /design/flow/run.sh =====
#!/bin/bash
# OpenROAD 26Q1-2900-gdf79404cd8, Yosys 0.63+post, stock flow scripts
make -C /OpenROAD-flow-scripts/flow DESIGN_CONFIG=/design/flow/config.mk WORK_HOME=/design/flow/orfs finish

==> results.txt <==
On the backend side, the flow ran end to end.

The flow ran to the end, but the final reports show violations. The final reports fail on setup timing. The critical path is of the in2out type. The number of clock buffers in the layout stands at 0. After global routing the overflow that remains totals 0.

The pre-placement core utilization stands at 0.253. The final routed DRC violation total stands at 0. In this run the remaining antenna-violating nets after routing total 0.

The routed design has 7400 um of wire. In the final layout, the share of cells above drive strength 1 is 0.370. The count of warnings emitted by yosys stands at 1. By instance count after routing, the leading logic cell type is sky130_fd_sc_hd__buf_4. The number of detailed-routing iterations run before antenna repair stands at 4. The peak supply drop stands at 0.0775 mV. Using the TritonRoute via totals, the vias-per-cell ratio works out to 4.85. The data arrival at the endpoint of the critical path stands at 8.42 ns.

The number of global-route vias before repair came to 2582. The wire length of the first global-routing pass stands at 12600 um. The count of pins on the block boundary stands at 20. Looking at the critical path, the single cell with the biggest stage delay is sky130_fd_sc_hd__or3_4. Yosys reports a chip area of 2350 um^2. The number of standard cells after synthesis stands at 317. The delay of the slowest cell on the worst path stands at 0.37 ns. From bottom edge to top edge, the die measures 118 um.

In this run the tool buffered the top-level ports with 20 buffer cells. At the placement stage, the worst setup path has a slack of -3.84 ns. The type recorded for the worst min-delay path is in2out.

Per Yosys stat, the portion of area used by sequential elements is 0. Subtracting the final worst setup slack from the clock period gives 9.82 ns. The cell area that synthesis handed to floorplanning was 2350 um^2. Per the detail_route report, inserted antenna diodes total 0. The largest net degree at the start of global routing stands at 23. STA classifies the critical path startpoint as an input port. The final worst-path setup slack stands at -2.82 ns. The all-layer global routing usage stands at 0.103. The required time of the critical path stands at 5.60 ns. The pin closest to its max-slew limit shows a slew of 0.703 ns. The final weighted congestion in routability-driven placement stands at 0.894. The core region is 9280 um^2.

The highest clock rate stands at 102 MHz. The distinct cell type count after synthesis stands at 56. Registers take 0 um^2. STA classifies the critical path endpoint as an output port. The die width stands at 118 um. The combinational cell area excluding buffers and inverters stands at 2420 um^2. Setup repair after global routing could not meet its margin everywhere.

The largest fanout on the critical path stands at 4. The total negative slack stands at -5.37 ns. In the layout the commonest cells are sky130_fd_sc_hd__buf_4, sky130_fd_sc_hd__ha_1, sky130_fd_sc_hd__inv_1. The tool flagged a number of max-cap violations equal to 0. The die covers 13900 um^2. The count of pins over their slew limit stands at 0.

For this run, the share of the core covered by cells in the final layout is 0.399. The initial antenna violation count stands at 0. In this run, the number of DRC markers left after iteration 0 of detailed routing was 149. In the finished design, the share of the clock period the worst path needs comes to 1.40.

The report lists the power per cell area as 142 nW/um^2. The count of standard-cell rows stands at 35. Relative to the synthesized area, the layout overhead comes to 57.4%. The hold violation total from the final report stands at 0.

The setup violation total in the final timing report stands at 3. The via count of the routed design stands at 2759. After filler insertion, the fill cell instance count of the layout stands at 913. Averaged over all synthesized cells, the footprint is 7.42 um^2. The count of hold buffers inserted by post-cts repair stands at 0. The most critical hold endpoint after final layout shows a slack of 3.54 ns. By instance count, the cell type seen most on the critical path is sky130_fd_sc_hd__buf_4.

The static power due to leakage stands at 1.78 nW. Per the detail_route report, routed wire per instance is 13.0 um. In the placement report, post-DP HPWL is listed as 5670 um.

The number of sequential cells reported for the layout is 0. Headroom to the max-slew limit came out at 0.530. After synthesis, the design contains 317 cells according to Yosys.

The count of warning messages emitted by the tools stands at 47.
## where the power goes
part	switching (mW)	internal (mW)	total [mW]
Combinational	0.221	0.304	0.525
Sequential	0	0	0
Clock	0	0	0
Total	0.221	0.304	0.525
## cell type report
type                       instances  area share
tap                              129      0.0436
multi-input combinational        284       0.652
timing repair buffer             126       0.272
inverter                          30      0.0324
## through the flow
stage	power, mW	instances	area [um^2]
2_1_floorplan	0.220	320	2480
6_report	0.525	569	3700
5_1_grt	0.571	569	3700
4_1_cts	0.472	559	3590
3_3_place_gp	0.369	528	3300
3_5_place_dp	0.371	528	3300
## per-layer routing
layer	share of wire	GRT usage
met1	0.53	0.160
met2	0.44	0.162
met3	0.018	0
met4	0.014	0.00927
met5	0	0
## worst max-delay path: cells and delay by family
kind / cells / cell delay [ns]
AND-OR/OR-AND: 16 / 2.50
AND/OR/NAND/NOR: 9 / 1.66
buffers and inverters: 15 / 1.38
adder cells (fa/ha/maj): 5 / 1.19
multiplexers: 1 / 0.34
## what timing repair did
action	CTS	global route
setup endpoints to repair	4	4
pin swaps	25	6
setup buffers	32	10
gates resized	42	9
## synthesized netlist by cell type (all sizes together) (2+ instances only)
cell type | n | area share
a211o | 3 | 0.011
a21o | 6 | 0.020
a21oi | 27 | 0.057
a221oi | 2 | 0.0074
a31o | 3 | 0.011
a32oi | 2 | 0.0074
and2 | 2 | 0.0064
buf | 2 | 0.0064
clkbuf | 4 | 0.0064
fa | 6 | 0.051
ha | 53 | 0.28
inv | 30 | 0.048
mux2 | 2 | 0.0096
mux2i | 3 | 0.013
nand2 | 21 | 0.034
nand2b | 5 | 0.013
nand3 | 5 | 0.013
nand3b | 2 | 0.0064
nor2 | 26 | 0.041
nor2b | 8 | 0.021
nor3 | 15 | 0.032
nor4 | 4 | 0.017
o211ai | 5 | 0.018
o21a | 13 | 0.045
o21ai | 23 | 0.049
o21bai | 4 | 0.013
o22ai | 3 | 0.0080
o31ai | 2 | 0.0064
or2 | 4 | 0.012
or3 | 6 | 0.016
or4 | 2 | 0.0096
xnor2 | 4 | 0.015
xor2 | 7 | 0.026
## final timing paths
path	startpoint	end	slack, ns	depth (start not counted)
worst max-delay path	B[0]	ALU_Out[0]	-2.82	46
worst min-delay path	B[1]	ALU_Out[1]	3.54	6
## cell families (layout without fill, tap and decap cells)
logic type | after synthesis | in the layout | share of synthesized area
mux | 6 | 6 | 0.0319
other cells | 1 | 4 | 0.00159
simple gates | 103 | 103 | 0.234
compound gates | 101 | 101 | 0.298
fa+ha+maj | 59 | 59 | 0.333
buf+inv | 36 | 156 | 0.0606
xor+xnor | 11 | 11 | 0.0410
Power is estimated from default activity; no workload was simulated.
